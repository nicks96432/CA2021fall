==> design.v <==
module Registers
(
    clk_i,
    RS1addr_i,
    RS2addr_i,
    RDaddr_i, 
    RDdata_i,
    RegWrite_i, 
    RS1data_o, 
    RS2data_o 
);
    input               clk_i;
    input   [4:0]       RS1addr_i;
    input   [4:0]       RS2addr_i;
    input   [4:0]       RDaddr_i;
    input   [31:0]      RDdata_i;
    input               RegWrite_i;
    output  [31:0]      RS1data_o; 
    output  [31:0]      RS2data_o;
    reg signed [31:0]      register        [0:31];
    assign  RS1data_o = register[RS1addr_i];
    assign  RS2data_o = register[RS2addr_i];
    always @ (posedge clk_i) begin
        if(RegWrite_i)
            register[RDaddr_i] <= RDdata_i;
    end
endmodule 
==> run.sh <==
#!/bin/bash
# OpenROAD 26Q1-2900-gdf79404cd8, Yosys 0.63+post, stock flow scripts
make -C /OpenROAD-flow-scripts/flow DESIGN_CONFIG=/design/flow/config.mk WORK_HOME=/design/flow/orfs finish
==> config.mk <==
export PLATFORM = sky130hd
export DESIGN_NAME = Registers
export DESIGN_NICKNAME = Registers
export VERILOG_FILES = /design/flow/design.v
export SDC_FILE = /design/flow/constraint.sdc
export NUM_CORES = 4
export LEC_CHECK = 1
export CORE_UTILIZATION = 50
==> constraint.sdc <==
current_design Registers

set clk_period 6.4
set clk_io_pct 0.2

create_clock -name clk0 -period $clk_period [get_ports {clk_i}]

set non_clock_inputs [all_inputs -no_clocks]
set_input_delay [expr $clk_period * $clk_io_pct] -clock clk0 $non_clock_inputs
set_output_delay [expr $clk_period * $clk_io_pct] -clock clk0 [all_outputs]
==> out/metrics.cfg <==
[power_and_ir_drop]
power.density_nw_per_um2=269
p_leak_nw=20.4
irDropWorstVdd_v=0.000204

[clocking]
cts_tree=yes
htree_levels=3
cts_sinks=1024
root_buffer=clkbuf_16
ctsHoldBuffers=0
clk_pin_slew_ns=0.06
post_cts_buffers=0
cts-resized-gates=0
cts_made_buffers=108
clockBufferDepth=3

[global_route]
overflow=0
antenna_found_initial=4
grt_pass1_wl_um=223000
grt_usage_pct=34.6
busiest_layer=met2
grtUsageMet3_pct=21.2
grt_start_max_net_pins=95
use_met1_pct=46.7
grt_pass1_vias=32600
use_met2_pct=49.7

[flow_run]
openroad.warnings=26
cap_violations=0

[worst_hold_path]
hp-start=RDdata_i[7]
hold_class=in2reg
hold_depth=2
hold_path_end=register[16][7]

[routing]
wl_per_cell_um=32.0
viasPerCell=6.45
finalWirelength_um=156000
num_vias=31400
drcViolationCount=0
drtIter0Drc=2291
drt_pre_antenna_iters=8
drtAntennaViolNets=0

[setup_path]
crit_fanout=18
crit_type=in2out
end_kind=primary output
worst_ep_required_time_ns=5.12
cp-start-kind=input pin
cp.arrival_ns=4.56

[timing]
setup_viol=0
max_freq_ghz=0.171
setup_ws_ns=0.556
worst_slew_pin_slew_ns=1.06
rsz0062_at_grt=no
finalCritPeriodShare_pct=91.3
slew_headroom_pct=29.0
tns_ns=0
slew_viol_final=0
hold_violations=0
fin_crit_ns=5.84

[logic_synthesis]
mux_area_share_pct=21.0
synth-adder-area-share_pct=0
logic_family=multiplexers
syn-instance-count=3386
ys_types=23
postSynthSeqShare_pct=63.0
synthAoiAreaFrac_pct=8.04
synth_warnings=1
yosysChipArea_um2=48800
syn_area_um2=48800
ys_cells=3386
ys_ff=1024
simple_gate_area_share_pct=4.71
ys_sh_xor_pct=0
avgSynthCellArea_um2=14.4

[cells_and_area]
largest_reg_flops=1024
drive_above_1_share_pct=10.1
regMostFlops=register
instances_no_fill=4875
syn_to_final_growth_pct=13.1
largestRegisters=register (1024)

[place]
routabilityCongestion=0.908
pre_cts_ws_ns=0.660
port_buffers=112
place_inst=4685
dpl.hpwl_um=88800

[floorplan]
io_pins=113
die_w_um=314
fp_util_pct=50.5
core-area_um2=96700
die_area_um2=98800
fp.dieH_um=314
placementRows=114

[outcome]
outcome=finished, final reports clean

cell type report:
cell class,count,area (µm²)
multi-input combinational,2109,16800
clock buffer,132,2840
antenna,3,7.51
clock inverter,55,433
sequential,1024,30700
fill,7261,41500
timing repair buffer,276,2800
tap,1276,1600
worst max-delay path by stage:
stage                   startpoint            end  cells after the start
after CTS             RS2addr_i[2]  RS2data_o[27]                      8
after global routing  RS2addr_i[2]  RS2data_o[27]                      8
final                 RS2addr_i[2]  RS2data_o[27]                      8
placed cells by master, fill, tap and decap left out, types with 110 or more instances in the layout:
master	instances
a21oi_1	192
a22o_1	128
a22oi_1	192
buf_4	129
clkbuf_16	110
clkdlybuf4s50_1	110
edfxtp_1	1024
mux2i_1	1024
nand2_1	193
nand3_1	194
cells in the mapped netlist:
library cell  count  area share [%]
and2_1            2           0.026
a22oi_1         192             3.0
nor2_1           35            0.27
edfxtp_1       1024              63
mux2i_1        1024              21
or3b_2            3           0.054
a21oi_1         192             2.0
a22o_1          128             2.3
buf_6            45             1.0
nor3_1           64            0.66
a31oi_1          64            0.82
buf_1             1          0.0077
nand3b_1          5           0.077
nor2b_1           4           0.051
nand2b_1          4           0.051
nand2_1         195             1.5
or3_1             1           0.013
buf_4            47            0.72
or2_2             2           0.026
buf_2            70            0.72
clkbuf_1         86            0.66
clkbuf_4          4           0.062
nand3_1         194             2.0
cells by family after synthesis:
| group | after synthesis |
|---|---|
| mux | 1024 |
| buf+inv | 253 |
| compound gates | 576 |
| simple gates | 509 |
| flops | 1024 |
critical path: stages:
cell and delay (ns):
clkdlybuf4s50_1 0.63, nor2b_4 0.81, buf_4 0.43, a22o_1 0.20, nor3_1 0.05, a31oi_1 0.34, nand3_1 0.28, clkdlybuf4s50_1 0.51
power breakdown:
part / switching, mW / internal (mW)
clock: 2.55 / 3.36
combinational: 0.883 / 0.545
sequential: 0.0329 / 7.46
per-stage QoR:
| stage | hold WS (ns) | util [%] | instance area, µm² | total power, mW |
|---|---|---|---|---|
| final | 1.42 | 57.1 | 55200 | 14.8 |
| after floorplan | 1.38 | - | 48800 | 8.40 |
| after global routing | 1.43 | 57.1 | 55200 | 15.2 |
| after CTS | 1.40 | 57.1 | 55200 | 14.9 |
| after global placement | 2.11 | 53.7 | 51900 | 9.03 |
| after detailed placement | 2.11 | 53.7 | 51900 | 9.04 |
per-layer routing:
| metal | vias up | wire, µm |
|---|---|---|
| li1 | 13700 | - |
| met1 | 15500 | 54800 |
| met2 | 1941 | 71100 |
| met3 | 340 | 23800 |
| met4 | 6 | 6180 |
| met5 | - | 41 |
Power figures rest on the tool's default switching activity, not on a simulated workload.
