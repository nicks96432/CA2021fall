--- ./run.sh ---
#!/bin/bash
# OpenROAD 26Q1-2900-gdf79404cd8, Yosys 0.63+post, stock flow scripts
make -C /OpenROAD-flow-scripts/flow DESIGN_CONFIG=/design/flow/config.mk WORK_HOME=/design/flow/orfs finish
--- ./config.mk ---
export PLATFORM = sky130hd
export DESIGN_NAME = MUX32_4
export DESIGN_NICKNAME = MUX32_4
export VERILOG_FILES = /design/flow/design.v
export SDC_FILE = /design/flow/constraint.sdc
export NUM_CORES = 4
export LEC_CHECK = 1
export CORE_AREA = 10 10 95 95
export DIE_AREA = 0 0 105 105
--- ./constraint.sdc ---
current_design MUX32_4

set clk_period 1.5
set clk_io_pct 0.2

create_clock -name clk0 -period $clk_period

set non_clock_inputs [all_inputs -no_clocks]
set_input_delay [expr $clk_period * $clk_io_pct] -clock clk0 $non_clock_inputs
set_output_delay [expr $clk_period * $clk_io_pct] -clock clk0 [all_outputs]
--- ./design.v ---
module MUX32_2
(
    data1_i,
    data2_i,
    select_i,
    data_o
);
    parameter width = 32;
    input   [width - 1: 0]     data1_i;
    input   [width - 1: 0]     data2_i;
    input                      select_i;
    output  [width - 1: 0]     data_o;
    assign data_o = select_i ? data2_i : data1_i;
endmodule
module MUX32_4
(
    data1_i,
    data2_i,
    data3_i,
    data4_i,
    select_i,
    data_o
);
    parameter width = 32;
    input   [width - 1: 0]     data1_i;
    input   [width - 1: 0]     data2_i;
    input   [width - 1: 0]     data3_i;
    input   [width - 1: 0]     data4_i;
    input   [1: 0]             select_i;
    output  [width - 1: 0]     data_o;
    wire    [width - 1: 0]     wire_A;
    wire    [width - 1: 0]     wire_B;
    MUX32_2 MUX_A(
        .data1_i               (data1_i),
        .data2_i               (data2_i),
        .select_i              (select_i[0]),
        .data_o                (wire_A)
    );
    MUX32_2 MUX_B(
        .data1_i               (data3_i),
        .data2_i               (data4_i),
        .select_i              (select_i[0]),
        .data_o                (wire_B)
    );
    MUX32_2 MUX_C(
        .data1_i               (wire_A),
        .data2_i               (wire_B),
        .select_i              (select_i[1]),
        .data_o                (data_o)
    );
endmodule
==> reports/summary.json <==
{
  "fin_area_sq_mm": 0.00245,
  "drv.max_cap_violation_count": 0,
  "wl_um": 6900,
  "worst_hold_startpoint": "data2_i[8]",
  "total_switching_power_mw": 0.166,
  "final-max-slew-violation-count": 0,
  "required_time_of_the_worst_setup_path_ns": 1.20,
  "antenna_violating_nets_post_route": 0,
  "post_route_cells_drive_above_1_share": 0.393,
  "max_clock_freq_mhz": 639,
  "mostFrequentLayoutCells": "128 x sky130_fd_sc_hd__dlygate4sd2_1, 32 x sky130_fd_sc_hd__mux4_2, 32 x sky130_fd_sc_hd__buf_2, 7 x sky130_fd_sc_hd__buf_12, 5 x sky130_fd_sc_hd__buf_4",
  "final_common_cell": "sky130_fd_sc_hd__dlygate4sd2_1",
  "timing.final.ws_setup_ns": -0.0658,
  "grt_usage": 0.118,
  "global_route.overflow_total": 0,
  "finalSetupTns_ns": -1.20,
  "seq_power_share": 0,
  "hold_path_class": "in2out",
  "post_synth_inst_count": 39,
  "violated_checks": "setup timing",
  "detailedRoute.firstIterationViolations": 16,
  "syn2layout_area_growth_pct": 200,
  "synth_warnings": 0,
  "place.port_buffers": 162,
  "layout.sequential_cells": 0,
  "grt_start_max_net_pins": 17,
  "pwr-share-comb": 1.000,
  "place.detailed.hpwl_um": 6090,
  "power_switching_share": 0.275,
  "post_drt_wl_per_cell_um": 22.3,
  "layout_clock_buffer_count": 0,
  "detail_route.drc_violations": 0,
  "setup_repair_after_global_routing_missed_its_margin": "yes",
  "grt_first_pass_wirelength_um": 9870,
  "vias": 1241,
  "power_mw": 0.604,
  "power_density_mw_per_mm2": 247,
  "worst_vdd_rail_ir_drop_v": 0.000120,
  "die_h_um": 105,
  "chipWidth_um": 105,
  "report.final.setup_viol": 29,
  "min_to": "data_o[8]",
  "number_of_global_route_vias_before_repair": 1522,
  "hold_violations": 0,
  "die_area_sq_mm": 0.0110,
  "critical_path.endpoint_type": "output pin",
  "post-route-min-period_ns": 1.57,
  "period_utilization": 1.04,
  "placement_row_count": 30,
  "maxSlewHeadroom": 0.895,
  "worst-setup-path-type": "in2out",
  "synth_chip_area_sq_um": 815,
  "place_area_sq_mm": 0.00252,
  "synth_sequential_area_ratio": 0,
  "path_max_fanout": 7,
  "timing_worst_slew_pin_value_ns": 0.158,
  "synthesis.area_per_instance_sq_um": 20.9,
  "power_frac_clock": 0,
  "firstDrtPassIters": 3,
  "synth.yosys.num_cells": 39,
  "io_pins": 162,
  "sequential_cell_area_sq_um": 0,
  "setup.worst_path.start_class": "primary input",
  "post_drt_via_cell_ratio": 4.02,
  "grt_antenna_before_repair": 2,
  "core_footprint_sq_mm": 0.00691,
  "syn_area_sq_um": 815,
  "fp-utilization": 0.118,
  "synthDistinctLibCells": 5,
  "p_leak_nw": 1.16,
  "warnings": 34,
  "holdPathStages": 3,
  "outcome": "complete, but fails checks",
  "cp.arrival_ns": 1.27,
  "power.internal_mw": 0.438,
  "place.gp.congestion": 0.869
}
-- per-stage QoR --
step / hold WS, ns / util / std cells / worst slack [ns]
CTS: 1.09 / 0.348 / 304 / -0.0882
finish: 1.09 / 0.354 / 309 / -0.0658
detailed placement: 1.55 / 0.366 / 293 / -0.639
floorplan: 0.686 / - / 39 / 0.183
global route: 1.10 / 0.354 / 309 / -0.125
global placement: 1.54 / 0.366 / 293 / -0.642
-- power by group through the flow --
stage                 Sequential, mW  Combinational, mW    Clock, mW
after CTS                          0              0.608            0
after global routing               0              0.654  0.000000178
final                              0              0.604  0.000000178
-- worst max-delay path, cell delays in order --
cell and delay, ns:
sky130_fd_sc_hd__buf_12 0.09, sky130_fd_sc_hd__buf_12 0.12, sky130_fd_sc_hd__buf_4 0.11, sky130_fd_sc_hd__mux4_2 0.50
sky130_fd_sc_hd__buf_2 0.14
-- synthesized netlist by cell type --
master / instances / share of area
sky130_fd_sc_hd__buf_12: 3 / 0.074
sky130_fd_sc_hd__buf_2: 3 / 0.018
sky130_fd_sc_hd__mux4_2: 30 / 0.83
sky130_fd_sc_hd__mux4_1: 2 / 0.065
sky130_fd_sc_hd__buf_6: 1 / 0.014
-- routing by layer --
| layer | share of wire | global-route usage | routed length [um] |
|---|---|---|---|
| met1 | 0.39 | 0.139 | 2720 |
| met2 | 0.50 | 0.208 | 3450 |
| met3 | 0.10 | 0.0484 | 695 |
| met4 | 0.0045 | 0.00490 | 31 |
| met5 | 0 | 0 | 0 |
-- worst max path at each step --
stage	start	end	slack, ns	depth (start not counted)
after CTS	select_i[0]	data_o[25]	-0.09	5
final	select_i[0]	data_o[28]	-0.07	5
after global routing	select_i[0]	data_o[25]	-0.12	5
-- cell families after synthesis --
| logic type | share of synthesized area |
|---|---|
| buf+inv | 0.106 |
| mux | 0.894 |
-- what timing repair did --
action | in CTS | in global routing
resized | 250 | 0
hold buffers | 0 | 0
buffers inserted | 8 | 2
cloned | 3 | 1
endpoints found under the setup margin | 32 | 24
-- area by class of cell --
| class | instances | area, sq um |
|---|---|---|
| Fill cell | 743 | 4460 |
| Multi-Input combinational cell | 32 | 721 |
| Tap cell | 96 | 120 |
| Antenna cell | 2 | 5.00 |
| Timing Repair Buffer | 179 | 1600 |
Power and IR drop assume default switching activity.
